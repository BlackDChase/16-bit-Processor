--- flow/config.mk ---
export PLATFORM = sky130hd
export DESIGN_NAME = Control_Unit
export DESIGN_NICKNAME = Control_Unit
export VERILOG_FILES = /design/flow/design.v
export SDC_FILE = /design/flow/constraint.sdc
export NUM_CORES = 4
export LEC_CHECK = 1
export CORE_AREA = 10 10 70 70
export DIE_AREA = 0 0 80 80
--- flow/constraint.sdc ---
current_design Control_Unit

set clk_period 1.1
set clk_io_pct 0.2

create_clock -name clk0 -period $clk_period

set non_clock_inputs [all_inputs -no_clocks]
set_input_delay [expr $clk_period * $clk_io_pct] -clock clk0 $non_clock_inputs
set_output_delay [expr $clk_period * $clk_io_pct] -clock clk0 [all_outputs]
--- flow/design.v ---
`timescale 1ns / 1ps
module Control_Unit(
      input[3:0] opcode,
      output reg[1:0] alu_op,
      output reg jump,beq,bne,mem_read,mem_write,alu_src,reg_dst,mem_to_reg,reg_write    
    );
always @(*)
begin
 case(opcode) 
 4'b0000:   
   begin
    reg_dst = 1'b0;
    alu_src = 1'b1;
    mem_to_reg = 1'b1;
    reg_write = 1'b1;
    mem_read = 1'b1;
    mem_write = 1'b0;
    beq = 1'b0;
    bne = 1'b0;
    alu_op = 2'b10;
    jump = 1'b0;   
   end
 4'b0001:   
   begin
    reg_dst = 1'b0;
    alu_src = 1'b1;
    mem_to_reg = 1'b0;
    reg_write = 1'b0;
    mem_read = 1'b0;
    mem_write = 1'b1;
    beq = 1'b0;
    bne = 1'b0;
    alu_op = 2'b10;
    jump = 1'b0;   
   end
 4'b0010:   
   begin
    reg_dst = 1'b1;
    alu_src = 1'b0;
    mem_to_reg = 1'b0;
    reg_write = 1'b1;
    mem_read = 1'b0;
    mem_write = 1'b0;
    beq = 1'b0;
    bne = 1'b0;
    alu_op = 2'b00;
    jump = 1'b0;   
   end
 4'b0011:   
   begin
    reg_dst = 1'b1;
    alu_src = 1'b0;
    mem_to_reg = 1'b0;
    reg_write = 1'b1;
    mem_read = 1'b0;
    mem_write = 1'b0;
    beq = 1'b0;
    bne = 1'b0;
    alu_op = 2'b00;
    jump = 1'b0;   
   end
 4'b0100:   
   begin
    reg_dst = 1'b1;
    alu_src = 1'b0;
    mem_to_reg = 1'b0;
    reg_write = 1'b1;
    mem_read = 1'b0;
    mem_write = 1'b0;
    beq = 1'b0;
    bne = 1'b0;
    alu_op = 2'b00;
    jump = 1'b0;   
   end
 4'b0101:   
   begin
    reg_dst = 1'b1;
    alu_src = 1'b0;
    mem_to_reg = 1'b0;
    reg_write = 1'b1;
    mem_read = 1'b0;
    mem_write = 1'b0;
    beq = 1'b0;
    bne = 1'b0;
    alu_op = 2'b00;
    jump = 1'b0;   
   end
 4'b0110:   
   begin
    reg_dst = 1'b1;
    alu_src = 1'b0;
    mem_to_reg = 1'b0;
    reg_write = 1'b1;
    mem_read = 1'b0;
    mem_write = 1'b0;
    beq = 1'b0;
    bne = 1'b0;
    alu_op = 2'b00;
    jump = 1'b0;   
   end
 4'b0111:   
   begin
    reg_dst = 1'b1;
    alu_src = 1'b0;
    mem_to_reg = 1'b0;
    reg_write = 1'b1;
    mem_read = 1'b0;
    mem_write = 1'b0;
    beq = 1'b0;
    bne = 1'b0;
    alu_op = 2'b00;
    jump = 1'b0;   
   end
 4'b1000:   
   begin
    reg_dst = 1'b1;
    alu_src = 1'b0;
    mem_to_reg = 1'b0;
    reg_write = 1'b1;
    mem_read = 1'b0;
    mem_write = 1'b0;
    beq = 1'b0;
    bne = 1'b0;
    alu_op = 2'b00;
    jump = 1'b0;   
   end
 4'b1001:   
   begin
    reg_dst = 1'b1;
    alu_src = 1'b0;
    mem_to_reg = 1'b0;
    reg_write = 1'b1;
    mem_read = 1'b0;
    mem_write = 1'b0;
    beq = 1'b0;
    bne = 1'b0;
    alu_op = 2'b00;
    jump = 1'b0;   
   end
 4'b1010:   
   begin
    reg_dst = 1'b0;
    alu_src = 1'b0;
    mem_to_reg = 1'b0;
    reg_write = 1'b0;
    mem_read = 1'b0;
    mem_write = 1'b0;
    beq = 1'b1;
    bne = 1'b0;
    alu_op = 2'b01;
    jump = 1'b0;   
   end
 4'b1011:   
   begin
    reg_dst = 1'b0;
    alu_src = 1'b0;
    mem_to_reg = 1'b0;
    reg_write = 1'b0;
    mem_read = 1'b0;
    mem_write = 1'b0;
    beq = 1'b0;
    bne = 1'b1;
    alu_op = 2'b01;
    jump = 1'b0;   
   end
 4'b1100:   
   begin
    reg_dst = 1'b0;
    alu_src = 1'b0;
    mem_to_reg = 1'b0;
    reg_write = 1'b0;
    mem_read = 1'b0;
    mem_write = 1'b0;
    beq = 1'b0;
    bne = 1'b0;
    alu_op = 2'b00;
    jump = 1'b1;   
   end   
 4'b1101:  
    begin
    reg_dst = 1'b0;
    alu_src = 1'b1;
    mem_to_reg = 1'b0;
    reg_write = 1'b1;
    mem_read = 1'b0;
    mem_write = 1'b0;
    beq = 1'b0;
    bne = 1'b0;
    alu_op = 2'b00;
    jump = 1'b0;
    end
 default: begin
    reg_dst = 1'b1;
    alu_src = 1'b0;
    mem_to_reg = 1'b0;
    reg_write = 1'b1;
    mem_read = 1'b0;
    mem_write = 1'b0;
    beq = 1'b0;
    bne = 1'b0;
    alu_op = 2'b00;
    jump = 1'b0; 
   end
 endcase
 end
endmodule
--- flow/run.sh ---
#!/bin/bash
# OpenROAD 26Q1-2900-gdf79404cd8, Yosys 0.63+post, stock flow scripts
make -C /OpenROAD-flow-scripts/flow DESIGN_CONFIG=/design/flow/config.mk WORK_HOME=/design/flow/orfs finish
==> run notes <==
The die width works out to 80 um. The floorplan step defined a core boundary enclosing 3420 um^2. The run gives -138 ps as the worst setup margin.

The most numerous cell in the Yosys netlist was sky130_fd_sc_hd__ha_1. STA classifies the critical path startpoint as a primary input. The wire-length estimate of the detail-placed layout is 619 um. The tools report the total via count in the routed design as 255.

The share of the yosys chip area belonging to registers was 0; the arrival time at the worst endpoint was 1020 ps. The completed layout was analyzed and its total power is 179 uW. The class of the tightest hold or removal check was primary input to primary output. The main area contributors are sky130_fd_sc_hd__ha_1 21%, sky130_fd_sc_hd__nor4bb_4 14%, sky130_fd_sc_hd__nor4b_4 13%, sky130_fd_sc_hd__a311oi_2 8.4%, sky130_fd_sc_hd__buf_4 8.4%. Cell type group with the largest total delay on the critical path: buffers and inverters.

The first global-routing pass estimated 1.48 mm of wire. Share of final-layout standard cells stronger than drive strength 1: 0.979. With the relative slew slack at 0.825, the ratio of total power to cell area is 310 nW/um^2. The first element of the critical path was opcode[1]. The sequential cell count of the final layout is 0.

Across the whole layout, storage elements account for 0 um^2. The portion of the clock cycle consumed by the worst path in the final layout works out to 1.13. The per-cell via count in the routed design works out to 2.74. For this block, the routed nets add up to 913 um of wire. The number of DRC markers in iteration 0 is 7, and the final estimated routing congestion in global placement is 0.746.

The biggest area contributor in the post-synthesis netlist is sky130_fd_sc_hd__ha_1. The DRC violation total left in the routed layout is recorded as 0. The logs give 0.0279 for the combined global-route utilization of all metal layers and 179 um^2 for the netlist area before placement. The timing report shows the most common cell along the critical path to be sky130_fd_sc_hd__buf_6. Count of pins on the block boundary: 15. For reference, the critical path is captured by reg_write.

Post-layout minimum cycle time: 1240 ps. Sorting the synthesized cells by how often they occur yields 3 x sky130_fd_sc_hd__ha_1, 2 x sky130_fd_sc_hd__buf_4, 2 x sky130_fd_sc_hd__inv_1. In this run the core area contains 21 standard-cell rows.

For the gate count of the mapped netlist, the log shows 18. With the fraction of the core area occupied by cells at floorplan at 0.0524, the cell count listed in synth_stat.txt is 18. The tools report the number of global-route vias before repair as 265. Antenna diode count: 0. The worst path buffer plus inverter count is 4.

The tool flagged a number of max-cap violations equal to 0. The run gives 15 for the count of buffers from port buffering. All stages included, the depth of the critical timing path comes to 6. Compared with the post-synthesis result, the final layout area differs by 223%. Summed over all cells, the static leakage comes to 0.259 nW.

The tools report the type of destination of the critical path as a primary output. The final cell area excluding filler cells is 578 um^2, and the delay contributed by the slowest stage of the critical path is 250 ps. Clock buffers in the final layout number 0. The top-area cell type share of the netlist area is 0.210, and the average wire per standard cell is 9.82 um.

The cell area after placement came out at 432 um^2. The tools report the chip area in the Yosys report as 179 um^2. Recorded from the global router log, the overflow total was 0. Per the post-synthesis stats, the area per cell is 9.94 um^2.

The report shows a maximum critical-path fanout of 4. The run gives 3 for the first-pass detailed-route iteration total. The flow reports an fmax of 808 MHz. With the tally of yosys warning messages at 1, the count of final hold-check violations is 0. The layout has 386 filler cells.

At the placement stage, the worst setup path has a slack of -871 ps. The flow ran to the end, but the final reports show violations. Setup repair after global routing could not meet its margin everywhere. For the number of antenna violations at the first check in global routing, the log shows 0.

The chip occupies 6400 um^2. Counting pins that exceed their max-slew limit in the final report gives 0. The final reports fail on negative setup slack.

The start-to-end type of the worst setup path was primary input to primary output. The slew of the pin with the lowest slew margin was 262 ps. Yosys mapped the design onto 14 distinct sky130hd cell types. Endpoints with negative setup slack in the final report add up to 8. The die boundary height came out at 80 um. With the number of warnings in the stage logs at 36, the worst-case vdd ir drop is 0.0993 mV. Listed in order, past its start point the critical path passes buf_8 > buf_6 > buf_6 > nor4b_4 > a311oi_2 > buf_2. The required time of the worst setup path came out at 880 ps. The critical path's slowest stage uses the library cell sky130_fd_sc_hd__nor4b_4.

The detail route stage leaves a number of antenna-violating nets equal to 0. For the pin count of the biggest net entering global routing, the log shows 7.
[cell families after synthesis]
kind of cell	Yosys count	share of synthesized area
muxes	1	0.0559
buffers and inverters	4	0.126
adders and majority gates	3	0.210
and+or+nand+nor	8	0.469
AOI/OAI and AO/OA	2	0.140
[layout make-up]
| class | instances | area (um^2) | share of cell area |
|---|---|---|---|
| inverter | 2 | 15.0 | 0.0260 |
| multi-input combinational | 14 | 240 | 0.416 |
| tap | 46 | 57.6 | 0.0996 |
| timing repair buffer | 31 | 265 | 0.459 |
[where the power goes]
group          internal (mW)  switching, mW
Clock                      0              0
Sequential                 0              0
Combinational          0.109         0.0703
[timing repair]
item,4_1_cts,5_1_grt
buffers inserted,9,0
cloned,0,0
pin swaps,5,7
setup endpoints to repair,11,11
gates resized,76,11
hold buffers,0,0
[routing by layer]
metal  vias up  track usage  wire length, um
met5         -            0                0
met4         0            0                0
met3         0       0.0114              108
met2        15       0.0305              263
met1       116       0.0481              541
li1        124            -                -
[how the worst min path moves through the flow]
stage	from	depth (start not counted)	to	slack, ps
CTS	opcode[0]	3	mem_to_reg	760
global route	opcode[3]	3	alu_op[0]	780
finish	opcode[3]	3	alu_op[0]	760
[per-stage QoR]
| stage | hold slack [ps] | cells | setup TNS, ps | utilization |
|---|---|---|---|---|
| 6_report | 761 | 93 | -535 | 0.169 |
| 5_1_grt | 776 | 93 | -863 | 0.169 |
| 4_1_cts | 764 | 94 | -840 | 0.165 |
| 3_5_place_dp | 1540 | 85 | -8890 | 0.126 |
| 3_3_place_gp | 1540 | 85 | -8880 | 0.126 |
| 2_1_floorplan | 455 | 18 | 0 | - |
[cell usage in the layout (no fill, tap or decap)]
cell                        n
sky130_fd_sc_hd__buf_6     10
sky130_fd_sc_hd__buf_2      9
sky130_fd_sc_hd__buf_4      7
sky130_fd_sc_hd__ha_4       3
sky130_fd_sc_hd__buf_8      3
sky130_fd_sc_hd__clkbuf_2   2
sky130_fd_sc_hd__mux2i_2    1
sky130_fd_sc_hd__nand2_4    1
sky130_fd_sc_hd__nor3b_2    1
sky130_fd_sc_hd__nor4b_4    1
sky130_fd_sc_hd__nor3_2     1
sky130_fd_sc_hd__inv_4      1
sky130_fd_sc_hd__nor2b_4    1
sky130_fd_sc_hd__a41o_1     1
sky130_fd_sc_hd__inv_6      1
sky130_fd_sc_hd__and2_4     1
sky130_fd_sc_hd__nor4bb_4   1
sky130_fd_sc_hd__a311oi_2   1
sky130_fd_sc_hd__nor4_4     1
No activity file was given, so power comes from the tool's default toggle rates.
