## flow/config.mk

```make
export PLATFORM = sky130hd
export DESIGN_NAME = ALU
export DESIGN_NICKNAME = ALU
export VERILOG_FILES = /design/flow/design.v
export SDC_FILE = /design/flow/constraint.sdc
export NUM_CORES = 4
export LEC_CHECK = 1
export CORE_AREA = 10 10 102 102
export DIE_AREA = 0 0 112 112
```

## flow/constraint.sdc

```tcl
current_design ALU

set clk_period 5.5
set clk_io_pct 0.2

create_clock -name clk0 -period $clk_period

set non_clock_inputs [all_inputs -no_clocks]
set_input_delay [expr $clk_period * $clk_io_pct] -clock clk0 $non_clock_inputs
set_output_delay [expr $clk_period * $clk_io_pct] -clock clk0 [all_outputs]
```

## flow/run.sh

```bash
#!/bin/bash
# OpenROAD 26Q1-2900-gdf79404cd8, Yosys 0.63+post, stock flow scripts
make -C /OpenROAD-flow-scripts/flow DESIGN_CONFIG=/design/flow/config.mk WORK_HOME=/design/flow/orfs finish
```

## flow/design.v

```verilog
module ALU(
 input  [7:0] a,   
 input  [7:0] b,   
 input  [2:0] alu_control,  
 output reg [7:0] result,   
 output zero
    );
always @(*)
begin 
 case(alu_control)
 3'b000: result = a + b;  
 3'b001: result = a - b;  
 3'b010: result = ~a;  
 3'b011: result = a<<b;  
 3'b100: result = a>>b;  
 3'b101: result = a & b;  
 3'b110: result = a | b;  
 3'b111: result = a ^ b;  
 default:result = a + b;  
 endcase
end
assign zero = (result==8'd0) ? 1'b1: 1'b0;
endmodule
```

==> reports/qor.csv <==
metric;value;unit
GP Congestion;0.962;
vias per cell;5.21;
f_max;0.192;GHz
largest net degree at the start of global routing;24;
initial antenna violation count;0;
fp util;0.209;
Log Warnings;41;
RSZ-0062 raised after global routing;no;
worst slew pin tran;0.569;ns
Area Growth Syn to Fin;29.7;%
Critical Path, Cell by Cell;clkdlybuf4s50_1, nor3b_4, buf_4, nor2_1, xnor2_1, ha_1, a211o_1, a2111o_1, o311ai_1, a21oi_1, buf_4, inv_1, clkdlybuf4s50_1;
ys cells;227;
cts hold-fix bufs;0;
port bufs;28;
mapped cell area;1720;sq um
Yosys cell types;61;
drt wl/cell;16.9;microns
Finished Core Util;0.272;
synthesis area per yosys;1720;sq um
CP arrival;4.12;ns
status;finished clean;
Syn. warnings;1;
fraction of layout cells with a size suffix above 1;0.169;
crit path capture type;output pin;
Slowest-stage cell, CP;clkdlybuf4s50_1;
leakage;0.948;nW
Req. time, crit path;4.40;ns
core area;8220;sq um
worst vdd ir;20.6;uV
Top cells excl fill/tap;26 x clkdlybuf4s50_1, 24 x inv_1, 24 x ha_1;
I/O pins;28;
routed wire length;6180;microns
clock buf count;0;
grt total ovfl;0;
placed cell count;363;
Power Total;0.000206;W
Pwr Density;92.2;nW/um^2
total track usage;0.0947;
# setup viols final;0;
Post-DRT Antenna Nets;0;
Period minus WS final;5.22;ns
CP startpoint kind;input pin;
critical setup path kind;in2out;
Via Count;1907;
period utilisation layout;0.949;
area occupied by registers;0;sq um
Cells after Synth;227;
drc violations;0;
hold path cells;8;
first-pass GRT wire length;9950;microns
total of max-cap violations;0;
critical path's largest stage delay;0.47;ns
DRT iter0 DRCs;147;
router iterations before antenna repair;4;
die area;12500;sq um
Final HPWL DP;4860;microns
Die W;112;microns
number of diodes;0;
post-route insts no fill;366;
Combinational Area;1560;sq um
sequential cells;0;
# fillers;875;
Hold Path Class;in2out;
synthesized area per cell;7.58;sq um
Top cell excl fill/tap;clkdlybuf4s50_1;
Die Y;112;microns
final tally of max-slew violations;0;
vias in the first global route;1786;
Hold Fails Final Rpt;0;
Synth Seq Share;0;
Critical Path Fanout Max;6;
normalized max-slew margin;0.615;
FP Rows;33;
## cell type report
| cell class | instances | share of cell area |
|---|---|---|
| repair buffers | 48 | 0.198 |
| well taps | 105 | 0.0589 |
| inverters | 25 | 0.0420 |
| multi-input cells | 188 | 0.701 |
## critical path, delay by kind of cell
kind,cells,cell delay [ns]
AOI/OAI and AO/OA,4,0.90
buffers and inverters,5,1.31
xor gates and xnor gates,1,0.12
adders and majority gates,1,0.35
and+or+nand+nor,2,0.32
## through the flow
step | instance area [sq um] | setup WS [ns] | setup TNS (ns) | hold WS [ns]
floorplan | 1720 | 1.08 | 0 | 2.40
CTS | 2180 | 0.0291 | 0 | 3.55
finish | 2230 | 0.283 | 0 | 3.30
global route | 2230 | 0.116 | 0 | 3.32
global placement | 2170 | -0.219 | -0.219 | 3.54
detailed placement | 2170 | -0.202 | -0.202 | 3.54
## metal layers
layer,part of all wire,global-route usage
met2,0.49,0.162
met1,0.44,0.128
met3,0.048,0.00869
met5,0,0
met4,0.022,0.0144
## path summary, 6_finish.rpt
path,end,from
setup / recovery,result[6],alu_control[2]
hold / removal,zero,b[2]
## cells by family (layout without fill, tap and decap cells)
logic type / Yosys count / count (layout) / share of synthesized area
simple gates: 68 / 68 / 0.206
xor+xnor: 11 / 11 / 0.0560
compound gates: 62 / 62 / 0.265
buf+inv: 39 / 73 / 0.109
mux: 22 / 22 / 0.177
fa+ha+maj: 25 / 25 / 0.186
## where the power goes
part           switching [W]  internal [W]  leakage (nW)
Sequential                 0             0             0
Combinational       0.000104      0.000102         0.948
Clock                      0             0             0
## timing repair
item | 4_1_cts | 5_1_grt
gates resized | 2 | 10
setup buffers | 0 | 3
setup endpoints to repair | 1 | 1
pin swaps | 0 | 8
## synth_stat cells, types with 3 or more instances
| cell type | instances | area share |
|---|---|---|
| ha_1 | 24 | 0.17 |
| inv_1 | 24 | 0.052 |
| nand2_1 | 21 | 0.046 |
| nor2_1 | 15 | 0.033 |
| mux2i_1 | 11 | 0.064 |
| a21oi_1 | 10 | 0.029 |
| xnor2_1 | 9 | 0.046 |
| nand3_1 | 7 | 0.020 |
| o211ai_1 | 7 | 0.031 |
| o21ai_0 | 7 | 0.020 |
| a22oi_1 | 5 | 0.022 |
| buf_2 | 5 | 0.015 |
| mux2_2 | 5 | 0.033 |
| mux4_2 | 5 | 0.065 |
| nor3_1 | 5 | 0.015 |
| a211oi_1 | 4 | 0.017 |
| a32o_1 | 4 | 0.023 |
| clkbuf_1 | 4 | 0.0087 |
| a32oi_1 | 3 | 0.015 |
Power figures rest on the tool's default switching activity, not on a simulated workload.
